**flow/design.v**
```verilog
module normalize_mult (
	input logic [47:0] P,
	input logic [9:0] S,
	output logic [9:0] norm_exponent,
	output logic [22:0] norm_mantissa,
	output logic sticky, guard
);
always @(*) 
begin
	if (P[47]) begin
		norm_exponent=S+ 1'b1;
		norm_mantissa=P[46:24];
		guard=P[23];
		sticky=|P[22:0];
	end 
	else begin
		norm_exponent=S;
		norm_mantissa=P[45:23];
		guard=P[22];
		sticky=|P[21:0];
	end	
end
endmodule
```
**flow/run.sh**
```bash
#!/bin/bash
# OpenROAD 26Q1-2900-gdf79404cd8, Yosys 0.63+post, stock flow scripts
make -C /OpenROAD-flow-scripts/flow DESIGN_CONFIG=/design/flow/config.mk WORK_HOME=/design/flow/orfs finish
```
**flow/config.mk**
```make
export PLATFORM = sky130hd
export DESIGN_NAME = normalize_mult
export DESIGN_NICKNAME = normalize_mult
export VERILOG_FILES = /design/flow/design.v
export SDC_FILE = /design/flow/constraint.sdc
export NUM_CORES = 4
export LEC_CHECK = 1
export CORE_AREA = 10 10 70 70
export DIE_AREA = 0 0 80 80
```
**flow/constraint.sdc**
```tcl
current_design normalize_mult

set clk_period 2.5
set clk_io_pct 0.2

create_clock -name clk0 -period $clk_period

set non_clock_inputs [all_inputs -no_clocks]
set_input_delay [expr $clk_period * $clk_io_pct] -clock clk0 $non_clock_inputs
set_output_delay [expr $clk_period * $clk_io_pct] -clock clk0 [all_outputs]
```
==> impl_metrics.env <==
# physical design summary
export IMPL_ys_types=13
export IMPL_io_buffer_count=93
export IMPL_yosys_area_top_type_share=0.519
export IMPL_num_rows=21
export IMPL_path_max_fanout=3
export IMPL_worstSetupPathType="in -> out"
export IMPL_grt_pass1_wl_um=4550
export IMPL_area_growth_pct=200
export IMPL_ys_cells=56
export IMPL_p_leak_nw=0.620
export IMPL_adder_share=0.0240
export IMPL_rsz0062_at_grt="false"
export IMPL_place_hpwl_um=2630
export IMPL_seq_cells=0
export IMPL_netlist_area_sq_um=520
export IMPL_cp_slowest_cell="clkdlybuf4s50_1"
export IMPL_core_sq_um=3420
export IMPL_status="completed"
export IMPL_critPathMaxStageDelay_ps=490
export IMPL_warning_count=33
export IMPL_top_cells_by_count="mux2_2 (24), xnor2_1 (7), nor4_1 (5)"
export IMPL_layout_cells_non_filler=199
export IMPL_finalSetupViolations=0
export IMPL_wl_met1_um=1150
export IMPL_antenna_found_initial=0
export IMPL_fp_util=0.152
export IMPL_xor_area_frac=0.151
export IMPL_num_antenna_cells=0
export IMPL_track_usage=0.0859
export IMPL_aoi_share=0.0144
export IMPL_startpoint_type="input port"
export IMPL_grt_ovfl_total=0
export IMPL_vias_per_cell=4.10
export IMPL_worstPathArrival_ps=1920
export IMPL_final_layout_size_suffix_gt1_frac=0.235
export IMPL_most_common_cell="mux2_2"
export IMPL_dr_pass1_iters=2
export IMPL_topCombFamilyByArea="multiplexers"
export IMPL_max_freq_ghz=0.414
export IMPL_vdd_drop_max_uv=80.1
export IMPL_netlist_instances=56
export IMPL_wl_um=2930
export IMPL_power_density_nw_per_um2=155
export IMPL_worst_pin_slew_ps=279
export IMPL_clkbuf_count=0
export IMPL_wl_per_cell_um=14.7
export IMPL_die_area_sq_um=6400
export IMPL_largest_area_cell="mux2_2"
export IMPL_drt_iter0_drc=9
export IMPL_placed_cells=199
export IMPL_grt_max_degree=25
export IMPL_simple_gate_share=0.197
export IMPL_die_x_um=80
export IMPL_top_layer="met3"
export IMPL_postCtsSetupBuffers=0
export IMPL_yosys_warnings=1
export IMPL_yosys_area_sq_um=520
export IMPL_synth_seq_share=0
export IMPL_cp_cell_sequence="dlygate4sd2_1 -> ha_2 -> and3_4 -> nand4_1 -> xnor2_1 -> clkdlybuf4s50_1"
export IMPL_hold_viol_final=0
export IMPL_seq_area_sq_um=0
export IMPL_hold_path_class="in -> out"
export IMPL_synthMuxAreaShare=0.548
export IMPL_vias=816
export IMPL_cp_top_family="buffers and inverters"
export IMPL_synth_area_per_cell_sq_um=9.29
export IMPL_period_used=0.966
export IMPL_grt_pass1_vias=946
export IMPL_min_period_ps=2420
export IMPL_drtAntennaViolNets=0
export IMPL_drc=0
export IMPL_setup_slack_ps=84.6
export IMPL_maxSlewViolCount=0
export IMPL_critPathCaptureType="output port"
export IMPL_crit_required_ps=2000
export IMPL_slew_headroom=0.813
export IMPL_max_cap_violations=0
export IMPL_die_y_um=80
export IMPL_critPathBufInv=2
export IMPL_finalWeightedCongestion=0.789
export IMPL_holdBufCountCts=0
export IMPL_topCellsByArea="mux2_2 (52%), xnor2_1 (12%), buf_6 (6.5%), nor4_1 (6.0%), and4_1 (5.0%)"
export IMPL_dp_slack_ps=-160
export IMPL_met2WireLength_um=1290
export IMPL_io_pins=93
export IMPL_wl_met3_um=493
worst min-delay path, stage by stage:
cell and delay, ps:
dlymetal6s2s_1 140, and4_4 160, nand4_1 100, xnor2_1 70
dlymetal6s2s_1 120
what timing repair did:
| action | 4_1_cts | 5_1_grt |
|---|---|---|
| hold endpoints to repair | 0 | 0 |
| gates resized | 6 | 7 |
| setup endpoints to repair | 31 | 5 |
| pin swaps | 0 | 3 |
routing by layer:
layer / vias to the layer above / track usage
li1: 416 / -
met1: 348 / 0.0995
met2: 52 / 0.135
met3: 0 / 0.0602
met4: 0 / 0
met5: - / 0
metrics by stage:
| stage | util | hold slack (ps) | instance area [sq um] | power, mW | setup TNS [ps] |
|---|---|---|---|---|---|
| floorplan | - | 1030 | 520 | 0.0519 | 0 |
| global placement | 0.451 | 1950 | 1540 | 0.247 | -2360 |
| detailed placement | 0.451 | 1950 | 1540 | 0.246 | -1900 |
| CTS | 0.453 | 1760 | 1550 | 0.248 | -19.8 |
| global route | 0.458 | 1640 | 1560 | 0.266 | 0 |
| finish | 0.458 | 1590 | 1560 | 0.243 | 0 |
cell families after synthesis:
kind of cell               Yosys count
muxes                               25
and+or+nand+nor                     17
xor gates and xnor gates             9
buffers and inverters                3
AOI/OAI and AO/OA                    1
adders and majority gates            1
cells in the final DEF (no fill, tap or decap):
master           count
clkdlybuf4s50_1     84
mux2_2              24
xor2_1               2
and4_4               2
buf_12               1
nand3_1              3
and3_4               1
dlygate4sd2_1        3
and4_1               1
dlymetal6s2s_1       6
nor4_1               5
nand2_1              3
buf_4                6
mux2_4               1
a211oi_1             1
ha_2                 1
xnor2_1              7
nand4_1              2
worst paths after layout:
kind	from	to	slack, ps	cells past startpoint
worst max-delay path	S[0]	norm_exponent[6]	80	6
worst min-delay path	S[6]	norm_exponent[9]	1590	5
area by class of cell:
class	count	area, sq um
multi-input cells	53	499
fillers	322	1850
repair buffers	100	1010
well taps	46	57.6
power by group:
part | leakage [nW] | internal (mW) | total (mW) | switching (mW)
Combinational | 0.620 | 0.190 | 0.243 | 0.0531
Sequential | 0 | 0 | 0 | 0
Clock | 0 | 0 | 0 | 0
Total | 0.620 | 0.190 | 0.243 | 0.0531
No activity file was given, so power comes from the tool's default toggle rates.
